## design/flow/config.mk

```make
export PLATFORM = sky130hd
export DESIGN_NAME = can_bit_destuffer
export DESIGN_NICKNAME = can_bit_destuffer
export VERILOG_FILES = /design/flow/design.v
export SDC_FILE = /design/flow/constraint.sdc
export NUM_CORES = 4
export LEC_CHECK = 1
export CORE_AREA = 10 10 70 70
export DIE_AREA = 0 0 80 80
```

## design/flow/constraint.sdc

```tcl
current_design can_bit_destuffer

set clk_period 1.8
set clk_io_pct 0.2

create_clock -name clk0 -period $clk_period [get_ports {clk}]

set non_clock_inputs [all_inputs -no_clocks]
set_input_delay [expr $clk_period * $clk_io_pct] -clock clk0 $non_clock_inputs
set_output_delay [expr $clk_period * $clk_io_pct] -clock clk0 [all_outputs]
```

## design/flow/design.v

```verilog
module can_bit_destuffer (
  input  logic clk,
  input  logic rst_n,
  input  logic bit_in,
  input  logic sample_point,      
  output logic bit_out,
  output logic remove_flag
);
  logic prev_bit;
  logic [2:0] same_count;
  always_ff @(posedge clk or negedge rst_n) begin
    if (!rst_n) begin
      prev_bit   <= 1;
      same_count <= 1;
    end else if (sample_point) begin
      if (bit_in == prev_bit)
        same_count <= same_count + 1;
      else
        same_count <= 1;
      prev_bit <= bit_in;
    end
  end
  assign remove_flag = (same_count == 6);   
  assign bit_out     = bit_in;             
endmodule
```

## design/flow/run.sh

```bash
#!/bin/bash
# OpenROAD 26Q1-2900-gdf79404cd8, Yosys 0.63+post, stock flow scripts
make -C /OpenROAD-flow-scripts/flow DESIGN_CONFIG=/design/flow/config.mk WORK_HOME=/design/flow/orfs finish
```

==> Flow_metrics.wiki <==
=== Physical design figures ===
{| class="wikitable"
! Metric !! Value
|-
| Outcome || finished, final reports clean
|-
| Sink count of the clock tree || 4
|-
| Leak pwr || ~0.15 nW
|-
| Maximum clock skew at final layout || about 0.0009 ns
|-
| Placed instance area || about 330 µm²
|-
| Detail-routed net length per standard cell || around 5.8 µm
|-
| Number of DRC violations after detailed-routing iteration 0 || 19
|-
| RSZ-0062 raised after global routing || no
|-
| Warning count from the yosys run || 1
|-
| Maximum VDD drop || 138.0 µV
|-
| Transition time of the tightest slew-check pin || 0.2178 ns
|-
| Async S/R FF share, synth || 1.000
|-
| Post-CTS setup buffers || 0
|-
| Library cell used as clock root buffer || sky130_fd_sc_hd__clkbuf_4
|-
| Area reported by Yosys stat || about 220 µm²
|-
| Synth Seq Share || 0.4607
|-
| Clock slew seen by the registers of the worst setup and hold paths || 0.04 ns
|-
| Final core utilization || 0.1029
|-
| Maximum number of pins on one net before global-route repair || 7
|-
| Count of TritonRoute iterations in the first routing pass || 2
|-
| Routed vias/inst || 2.192
|-
| Period minus WS final || 1.707 ns
|-
| Combinational fraction of design power || 0.273
|-
| Core footprint || 3416 µm²
|-
| Via count of the first global-routing pass || 190
|-
| Gr ovfl total || 0
|-
| Commonest cells in the synthesized netlist || sky130_fd_sc_hd__dfrtp_1, sky130_fd_sc_hd__dfstp_2, sky130_fd_sc_hd__ha_1, sky130_fd_sc_hd__mux2_2
|-
| Final hold viol count || 0
|-
| Synth Instances || 19
|-
| Post-route antenna net violation count || 0
|-
| Total die size || around 6400 µm²
|-
| Layout area overhead || 57.86%
|-
| Final setup vio count || 0
|-
| Path category of the worst min-delay check || input port to asynchronous set/reset pin
|-
| Deepest clock path buffer count || 2
|-
| Biggest area consumer among synthesized cells || sky130_fd_sc_hd__dfstp_2
|-
| Number of top-level pins || 6
|-
| TritonCTS buffer count || 3
|-
| Final GP Congestion || approximately 0.62
|-
| Number of distinct standard cells referenced by the synthesized netlist || 15
|-
| Top area cells in the synthesized netlist || sky130_fd_sc_hd__dfstp_2, sky130_fd_sc_hd__dfrtp_1, sky130_fd_sc_hd__ha_1
|-
| WS Path Type || flip-flop to output pin
|-
| Area of all placed cells without fillers || ~350 µm²
|-
| Final period util || 0.9483
|-
| Switching pwr || between 0.09 and 0.1 mW
|-
| Post-detailed-route DRC marker count || 0
|-
| First-pass GRT wire length || between 700 and 800 µm
|-
| Average size of a mapped cell || about 12 µm²
|-
| Internal power contribution || ~0.26 mW
|-
| Ratio of total power to cell area || approximately 1000 nW/µm²
|-
| Fraction of the core area occupied by cells at floorplan || 0.06520
|-
| Netlist Area Pre-Place || 222.7 µm²
|-
| Die span in x || about 80 µm
|-
| Highest net fanout along the worst path || 3
|-
| Detailed-route via count || between 150 and 200
|-
| Site row count || 21
|-
| OpenROAD warning count || 26
|-
| Max Clock Freq || 0.5858 GHz
|-
| Latency at later pin || 0.23 ns
|-
| Sw Share || 0.2713
|-
| Critical Path Source Type || flip-flop
|-
| Maxcap violations || 0
|-
| GRT Resource Usage Total || 0.01486
|-
| Critical path data arrival time || between 1 and 1.5 ns
|-
| Post-Route Setup TNS || 0 ns
|-
| Number of I/O port buffers || 5
|-
| Required time at the worst-slack endpoint || between 1 and 1.5 ns
|-
| Synthesized flop and latch total || 4
|-
| Vertical die dimension || ~80 µm
|-
| Antenna violations before repair || 0
|-
| Number of flops mapped to enable cells by yosys || 0
|-
| Sum of routed wire length over all layers || roughly 420 µm
|-
| Clk network pwr share || 0.304
|-
| Slowest stage cell, crit path || sky130_fd_sc_hd__dfstp_2
|-
| Number of standard cells reported by yosys || 19
|-
| Critical path startpoint || same_count[0]
|-
| Critical path, cell by cell || inv_2, ha_1, and2_1, dlygate4sd2_1
|-
| Fill cell count || between 300 and 400
|-
| Layout cells sized above 1 || 0.3333
|-
| Ant. Diodes || 0
|-
| Most used flip-flop cell || sky130_fd_sc_hd__dfstp_2
|-
| CTS HTree Levels || 1
|-
| TritonCTS clock tree || done
|-
| Category of the worst setup path capture point || output pin
|-
| Worst slew slack as a fraction of its limit || 0.8544
|-
| Launching point of the worst reg2reg path || same_count[0]
|-
| Share of Yosys cell area claimed by the top area cell type || 0.2360
|-
| Critical path's largest stage delay || roughly 0.53 ns
|-
| Flop pwr share || 0.423
|-
| Fin. max-slew vios || 0
|-
| Reg-to-reg slack, setup || approximately 0.55 ns
|-
| Worst hold slack after final layout || between 0.3 and 0.4 ns
|}
## worst paths after layout
kind / end / depth (start not counted)
max: remove_flag / 4
min: same_count[1] / 1
max reg2reg: same_count[1] / 4
min reg2reg: same_count[2] / 1
max in group asynchronous: prev_bit / 1
min in group clk0: same_count[2] / 1
## through the flow
stage	setup slack, ns	cells	total power [mW]
2_1_floorplan	0.5733	19	0.2144
3_3_place_gp	0.1333	70	0.2421
3_5_place_dp	0.1320	70	0.2485
4_1_cts	0.06987	73	0.3660
5_1_grt	0.02006	73	0.3869
6_report	0.09305	73	0.3541
## worst max-delay path, delay by kind of cell (launching register included)
family                   cells  cell delay, ns
AND/OR/NAND/NOR              1            0.14
adder cells (fa/ha/maj)      1            0.17
buffers and inverters        2            0.28
flip-flops                   1            0.53
## placed cells by master, fill, tap and decap left out
cell type                         count
sky130_fd_sc_hd__dfstp_2              2
sky130_fd_sc_hd__xor2_1               1
sky130_fd_sc_hd__xnor2_1              1
sky130_fd_sc_hd__o21ai_0              1
sky130_fd_sc_hd__buf_4                1
sky130_fd_sc_hd__clkbuf_4             3
sky130_fd_sc_hd__clkdlybuf4s50_1      4
sky130_fd_sc_hd__nor2b_1              1
sky130_fd_sc_hd__dfrtp_1              2
sky130_fd_sc_hd__ha_1                 2
sky130_fd_sc_hd__a21o_1               1
sky130_fd_sc_hd__dlygate4sd2_1        1
sky130_fd_sc_hd__nor2_1               1
sky130_fd_sc_hd__mux2_2               2
sky130_fd_sc_hd__a21oi_1              1
sky130_fd_sc_hd__a32o_1               1
sky130_fd_sc_hd__inv_2                1
sky130_fd_sc_hd__and2_1               1
## repair_timing
action                     4_1_cts  5_1_grt
setup endpoints to repair        1        0
gates resized                    2        0
hold buffers                     0        0
## sequential cells by signal (all words and copies together), names as in the netlist
name / flops
prev_bit: 1
same_count: 3
## metal layers
layer / up-vias / share of wire / track usage
met1: 75 / 0.34 / 0.01205
met5: - / 0 / 0
met3: 2 / 0.090 / 0.01136
li1: 81 / - / -
met4: 0 / 0.021 / 0.01056
met2: 2 / 0.55 / 0.02408
## power by group through the flow
stage | Clock [mW] | Combinational (mW) | Sequential (mW)
after CTS | 0.117 | 0.0980 | 0.151
after global routing | 0.118 | 0.112 | 0.157
final | 0.108 | 0.0965 | 0.150
## kinds of logic (layout without fill, tap and decap cells)
family                     after synthesis  after routing  share of synthesized area
and+or+nand+nor                          3              3                    0.07305
AOI/OAI and AO/OA                        4              4                     0.1236
muxes                                    2              2                     0.1011
adders and majority gates                2              2                     0.1123
xor gates and xnor gates                 2              2                    0.07867
DFF                                      4              4                     0.4607
buffers and inverters                    2             10                    0.05056
## cell type report
class	count	area, µm²	area share
Multi-Input combinational cell	13	108.9	0.3096
Inverter	1	3.754	0.01068
Sequential cell	4	102.6	0.2918
Tap cell	46	57.56	0.1637
Clock buffer	3	22.52	0.06406
Timing Repair Buffer	6	56.30	0.1601
No activity file was given, so power comes from the tool's default toggle rates.
