==> /design/flow/config.mk <==
export PLATFORM = sky130hd
export DESIGN_NAME = can_bit_stuffer
export DESIGN_NICKNAME = can_bit_stuffer
export VERILOG_FILES = /design/flow/design.v
export SDC_FILE = /design/flow/constraint.sdc
export NUM_CORES = 4
export LEC_CHECK = 1
export CORE_AREA = 10 10 70 70
export DIE_AREA = 0 0 80 80
==> /design/flow/constraint.sdc <==
current_design can_bit_stuffer

set clk_period 1.3
set clk_io_pct 0.2

create_clock -name clk0 -period $clk_period [get_ports {clk}]

set non_clock_inputs [all_inputs -no_clocks]
set_input_delay [expr $clk_period * $clk_io_pct] -clock clk0 $non_clock_inputs
set_output_delay [expr $clk_period * $clk_io_pct] -clock clk0 [all_outputs]
==> /design/flow/design.v <==
module can_bit_stuffer (
  input  logic clk,
  input  logic rst_n,
  input  logic bit_in,
  input  logic sample_point,     
  output logic bit_out,
  output logic stuff_inserted
);
  logic prev_bit;
  logic [2:0] same_count;
  always_ff @(posedge clk or negedge rst_n) begin
    if (!rst_n) begin
      prev_bit   <= 0;          
      same_count <= 3'd0;       
    end else if (sample_point) begin
      if (bit_in == prev_bit)
        same_count <= same_count + 1;
      else
        same_count <= 3'd1;
      prev_bit <= bit_in;
    end
  end
  assign stuff_inserted = (same_count == 6);
  always_comb begin
    if (stuff_inserted)
      bit_out = ~prev_bit;
    else
      bit_out = bit_in;
  end
endmodule
==> /design/flow/run.sh <==
#!/bin/bash
# OpenROAD 26Q1-2900-gdf79404cd8, Yosys 0.63+post, stock flow scripts
make -C /OpenROAD-flow-scripts/flow DESIGN_CONFIG=/design/flow/config.mk WORK_HOME=/design/flow/orfs finish
==> flow_summary_export.csv <==
group,metric,value,unit
route,drt_iter0_drc,41,
floorplanning,fp-utilization,0.0652,
critical_path,start_kind,"flop",
placement,io_buffers,5,
route,num_vias,200,
placement,dp_hpwl,440,um
finish,syn_to_final_growth,94.4,%
critical_path,critPathKind,"reg2out",
timing,fin_crit_sh,1.03,
timing,tightestPinTransition,0.232,ns
grt,grt_usage,0.0167,
grt,antenna_found_initial,0,
critical_path,crit_arrival,1.08,ns
grt,grt_max_degree,7,
run_status,violations,"setup timing",
synth,yosys_warnings,1,
synth,area_leaders,"dfrtp_1 45%, ha_1 11%, mux2_2 10%",
synth,synthesis.area,223,um^2
placement,post-place-ws,-0.311,ns
flow_run,maxCapViolCount,0,
flow_run,warnings,28,
min_path,hp-class,"in2async",
critical_path,reg2reg_slack,0.09,ns
finish,design_area,433,um^2
clocking,cts_tree,"built",
synth,avgSynthCellArea,10.6,um^2
synth,yosys.area_share.adder,0.112,
route,drc,0,
floorplanning,ios,6,
clocking,clock_sinks,4,
timing,rsz0062_at_grt,"true",
route,n_antenna_cell,0,
synth,mux_area_frac,0.101,
critical_path,critPathMaxStageDelay,0.37,ns
timing,period_minus_slack,1.34,ns
clocking,max-clock-path-buffers,2,
timing,fin_skew,0.000250,ns
finish,final_layout_size_suffix_gt1_frac,0.583,
floorplanning,dieHeight,80,um
critical_path,worstSetupEndpointType,"output port",
synth,yosys.area.top_type,"dfrtp_1",
placement,place_area,383,um^2
timing,slew_headroom,0.844,
power,p_leak,0.202,nW
clocking,cts-root-buf,"clkbuf_4",
power,peakVddDrop,0.183,mV
route,ant_nets,0,
clocking,cts_inserted_buffers,3,
synth,ys_top_logic_family,"AND-OR/OR-AND gates",
route,routedWlPerCell,6.39,um
floorplanning,fp.dieW,80,um
run_status,status,"finished with violations",
clocking,h-tree-depth,1,
critical_path,path_cells,"inv_2 -> ha_4 -> nand2_4 -> buf_6 -> inv_2 -> buf_2",
clocking,cts.clk_slew.worst_paths,0.03,ns
floorplanning,core_area,0.00342,mm^2
synth,yosysCellCount,21,
synth,aoi_share,0.146,
critical_path,cp_slowest_cell,"dfrtp_1",
route,drt_pre_antenna_iters,2,
grt,grt_first_pass_wirelength,876,um
clocking,clock_latency,0.23,ns
synth,ys_area,223,um^2
critical_path,crit_top_cell,"inv_2",
timing,setup_viol,2,
synth,synth.top_cell.area_share,0.449,
clocking,hold_buffers,0,
timing,worst_slack,-0.0433,ns
clocking,cts_setup_buffers,0,
grt,gr-total-overflow,0,
floorplanning,chipArea,0.00640,mm^2
power,powerDensity,1410,mW/mm^2
synth,synth_xor_xnor_area_share,0.0787,
floorplanning,row_count,21,
grt,grt_pass1_vias,214,
timing,slew_viol_final,0,
timing,hold_violations,0,
critical_path,crit_required,1.04,ns
placement,gp_congestion,0.696,
route,routed_via_density,2.44,
synth,synthSimpleGateAreaFrac,0.0787,
synth,seq_area_frac_synth,0.449,
synth,synthCells,21,
synth,ys_ff,4,
synth,netlist-cell-type-count,13,
timing,timing.fmax,744,MHz
route,drt_wl_total,524,um
critical_path,crit_path_max_fanout,3,
[path summary, 6_finish.rpt]
kind | start | to | cells past startpoint
max reg2reg | same_count[1] | same_count[2] | 4
max | same_count[0] | stuff_inserted | 6
max in group asynchronous | rst_n | prev_bit | 1
min | rst_n | same_count[0] | 1
min reg2reg | same_count[2] | same_count[2] | 2
min in group clk0 | same_count[2] | same_count[2] | 2
[routing by layer]
layer / vias to the layer above / global-route usage / part of all wire
met5: - / 0 / 0
met4: 0 / 0.0176 / 0.078
met3: 2 / 0 / 0.0076
met2: 3 / 0.0281 / 0.56
met1: 93 / 0.0180 / 0.35
li1: 102 / - / -
[timing repair]
item / 4_1_cts / 5_1_grt
gates resized: 14 / 3
endpoints found under the hold margin: 0 / 0
endpoints found under the setup margin: 2 / 3
pin swaps: 3 / 0
[synthesized netlist by cell type]
cell type	count
inv_1	2
o21ai_0	2
a21o_1	1
xnor2_1	1
a21oi_1	1
nor2b_1	1
a32o_1	1
nand2_1	2
nor2_1	1
xor2_1	1
mux2_2	2
dfrtp_1	4
ha_1	2
[placed cells by master, fill, tap and decap left out]
cell             synthesis  layout
buf_4                    0       6
dfrtp_1                  4       4
clkbuf_4                 0       3
clkdlybuf4s50_1          0       3
inv_2                    0       2
mux2_2                   2       2
buf_2                    0       2
nand2_4                  0       1
nand2_2                  0       1
o21ai_2                  0       1
xor2_2                   0       1
nor2_1                   1       1
xnor2_1                  1       1
nor2b_1                  1       1
o21ai_0                  2       1
a32o_1                   1       1
a21oi_1                  1       1
a21o_1                   1       1
ha_4                     0       1
ha_1                     2       1
buf_6                    0       1
[logic make-up after synthesis]
logic type               count (synthesis)
AND-OR/OR-AND                            5
AND/OR/NAND/NOR                          4
flip-flops                               4
XOR/XNOR                                 2
buffers and inverters                    2
multiplexers                             2
adder cells (fa/ha/maj)                  2
[sequential cells by signal, indices dropped and copies added, names as in the netlist]
signal      cells
same_count      3
prev_bit        1
[per-stage QoR]
step / std cells / utilization / setup TNS, ns / hold slack, ns / power [mW]
floorplan: 21 / - / 0 / -0.0356 / 0.288
global placement: 79 / 0.112 / -1.01 / 0.478 / 0.409
detailed placement: 79 / 0.112 / -1.11 / 0.475 / 0.419
CTS: 82 / 0.123 / -0.122 / 0.224 / 0.620
global route: 82 / 0.127 / -0.188 / 0.224 / 0.668
finish: 82 / 0.127 / -0.0794 / 0.231 / 0.611
[power breakdown]
group	internal (mW)	leakage, nW	switching, mW
Clock	0.103	0.0138	0.0442
Combinational	0.165	0.138	0.0989
Sequential	0.166	0.0495	0.0347
[critical path: cells and delay by family, from the launching register on]
kind                       cells  cell delay [ns]
adders and majority gates      1             0.13
buffers and inverters          4             0.30
DFF                            1             0.37
and+or+nand+nor                1             0.06
[area by class of cell]
class                      instances  area, um^2
tap                               46        57.6
fill                             402        2980
clock buffer                       3        22.5
multi-input combinational         15         149
sequential                         4         100
inverter                           2        7.51
timing repair buffer              12        96.3
Power is estimated from default activity; no workload was simulated.
