==> design/flow/design.v <==
`timescale 1ns / 1ps
module can_filtering(
  input  logic        ide,                 
  input  logic [10:0] id_std,              
  input  logic [17:0] id_ext,              
  input  logic [7:0]  acceptance_code_0,
  input  logic [7:0]  acceptance_code_1,
  input  logic [7:0]  acceptance_code_2,
  input  logic [7:0]  acceptance_code_3,
  input  logic [7:0]  acceptance_mask_0,
  input  logic [7:0]  acceptance_mask_1,
  input  logic [7:0]  acceptance_mask_2,
  input  logic [7:0]  acceptance_mask_3,
  output logic        accept_frame         
    );
  logic [28:0] rx_id;
  logic [28:0] acceptance_code_combined;
  logic [28:0] acceptance_mask_combined;
  always_comb begin
    if (!ide) begin
      rx_id = {18'b0, id_std};
      acceptance_code_combined = {18'b0, acceptance_code_0, acceptance_code_1[7:5]};
      acceptance_mask_combined = {18'b0, acceptance_mask_0, acceptance_mask_1[7:5]};
    end else begin
      rx_id = {id_std, id_ext};
      acceptance_code_combined = {
        acceptance_code_0,
        acceptance_code_1,
        acceptance_code_2,
        acceptance_code_3[7:3]
      };
      acceptance_mask_combined = {
        acceptance_mask_0,
        acceptance_mask_1,
        acceptance_mask_2,
        acceptance_mask_3[7:3]
      };
    end
    accept_frame = ((rx_id & acceptance_mask_combined) ==
                    (acceptance_code_combined & acceptance_mask_combined));
  end
endmodule
==> design/flow/run.sh <==
#!/bin/bash
# OpenROAD 26Q1-2900-gdf79404cd8, Yosys 0.63+post, stock flow scripts
make -C /OpenROAD-flow-scripts/flow DESIGN_CONFIG=/design/flow/config.mk WORK_HOME=/design/flow/orfs finish
==> design/flow/config.mk <==
export PLATFORM = sky130hd
export DESIGN_NAME = can_filtering
export DESIGN_NICKNAME = can_filtering
export VERILOG_FILES = /design/flow/design.v
export SDC_FILE = /design/flow/constraint.sdc
export NUM_CORES = 4
export LEC_CHECK = 1
export CORE_AREA = 10 10 70 70
export DIE_AREA = 0 0 80 80
==> design/flow/constraint.sdc <==
current_design can_filtering

set clk_period 2.2
set clk_io_pct 0.2

create_clock -name clk0 -period $clk_period

set non_clock_inputs [all_inputs -no_clocks]
set_input_delay [expr $clk_period * $clk_io_pct] -clock clk0 $non_clock_inputs
set_output_delay [expr $clk_period * $clk_io_pct] -clock clk0 [all_outputs]
==> results.toml <==
# implementation run metrics
[detailed_routing]
avgRoutedWirePerCell_um = 14.8
avgViaCountPerCell = 3.85
first_pass_iters = 4
routed_wl_um = 2690
n_antenna_cell = 0
drt-initial-drc-count = 4
route.antenna.remaining_nets = 0
drc = 0
num_vias = 700

[layout]
area.combinational_sq_um = 437
area_growth_syn_to_layout_pct = 244
fillers = 334
regArea_sq_um = 0
clkbuf_count = 0
ff_count = 0
fin_area_sq_mm = 0.00145
drive_above_1_share_pct = 5.88

[setup_path]
crit_path_top_delay_cell = "clkdlybuf4s50_1"
critPathArrivalTime_ps = 1680
worstPathCellList = "clkdlybuf4s50_1 > xor2_1 > a221oi_2 > nand4_1 > a21oi_2 > buf_2"
slowest_delay_ps = 410
cp-end-kind = "primary output"
path_buffers = 2
cp.depth = 6
cp_top_family = "buffers and inverters"
crit_type = "in -> out"
start_kind = "input port"
crit_path_max_fanout = 1
worstPathRequired_ps = 1760

[clocking]
ctsHoldBuffers = 0
post_cts_buffers = 0

[floorplanning]
die_y_um = 80
io_pins = 95
die_w_um = 80
die-area_sq_mm = 0.00640
rows = 21
core_sq_mm = 0.00342
fp-utilization_pct = 12.3

[placement]
dp_hpwl_um = 2560
port_buffers = 89
dpl_cell_area_sq_mm = 0.00137
gp_congestion = 0.835

[worst_hold_path]
worstHoldStart = "acceptance_mask_2[5]"
min_delay_worst_endpoint = "accept_frame"
holdPathStages = 6
worstHoldPathType = "in -> out"

[sta]
holdWs_ps = 1420
relSlewSlack_pct = 79.1
slew_violations = 0
rsz0062_at_grt = "false"
timing.fmax_ghz = 0.473
worst_pin_slew_ps = 314
finalWorstPathRequiredPeriod_ps = 2120
finalHoldViolations = 0
fin_crit_sh_pct = 96.1
finalSetupViolations = 0

[synth]
synth.cell_area_sq_um = 420
syn_area_per_cell_sq_um = 8.94
synth_adder_area_share_pct = 0
ys_seq_share_pct = 0
yosysUniqueCellTypes = 8
top_cell = "xor2_1"
top_cell_area_share_pct = 60.4
ys_cells = 47
synthAoiAreaFrac_pct = 35.1
synthMuxAreaShare_pct = 0
yosys-top-cells-count = "29 x xor2_1, 5 x a22oi_1, 4 x a221oi_2, 4 x a22o_1, 2 x nand4_1"
synth_warnings = 1
syn_inst = 47
topCellsByArea = "xor2_1 60%, a221oi_2 14%, a22oi_1 8.9%, a22o_1 8.3%, nand4_1 3.0%"
ys_area_sq_um = 420
ys_sh_simple_pct = 4.46
ys_top_logic_family = "XOR/XNOR gates"
synthXorXnorAreaFrac_pct = 60.4
yosys.area.top_type = "xor2_1"

[job]
openroad.warnings = 38
drv_cap = 0

[global_routing]
grt_max_degree = 2
grt_overflow = 0
first_global_vias = 807
grtUsageTotal_pct = 7.43
grt_first_pass_wirelength_um = 3860
antenna_found_initial = 0

[power]
power.density_mw_per_mm2 = 158
ir_worst_vdd_mv = 0.0491
p_leak_nw = 0.826

[status]
outcome = "completed"
## layer usage
layer	wire length (um)	global-route usage [%]
met5	0	0
met4	0	0
met3	238	2.39
met2	1470	13.9
met1	976	8.44
## logic make-up after synthesis
| kind of cell | after synthesis |
|---|---|
| AOI/OAI and AO/OA | 15 |
| xor gates and xnor gates | 29 |
| and+or+nand+nor | 3 |
## power by group
group | switching (W) | internal [W]
registers | 0 | 0
logic | 0.0000632 | 0.000165
clock network | 0 | 0
total | 0.0000632 | 0.000165
## cell type report
class | instances | share of cell area (%)
Multi-Input combinational cell | 47 | 30.2
Tap cell | 46 | 3.98
Timing Repair Buffer | 89 | 65.8
## repair_timing
item	CTS	global route
setup endpoints to repair	1	1
pin swaps	8	25
hold endpoints to repair	0	0
gates resized	15	37
## worst min-delay path: stages
cell	delay (ps)
dlymetal6s2s_1	90
a22o_1	150
a221oi_2	40
nand4_1	110
a21oi_2	60
buf_2	110
## worst max-delay path by stage
stage,startpoint,to
CTS,id_ext[0],accept_frame
global route,acceptance_mask_2[3],accept_frame
finish,id_std[6],accept_frame
## stage by stage
stage	power, W	worst slack, ps	TNS (ps)	util, %	instances
after floorplan	0.0000660	595	0	-	47
after global placement	0.000240	-479	-479	40.1	182
after detailed placement	0.000243	-466	-466	40.1	182
after CTS	0.000235	0.910	0	39.5	182
after global routing	0.000248	3.85	0	42.3	182
final	0.000228	84.8	0	42.3	182
## layout by cell type (no fill, tap or decap), drive strengths merged
cell type / count
clkdlybuf4s50: 45
dlymetal6s2s: 31
xor2: 29
dlygate4sd2: 9
a22oi: 5
a22o: 4
a221oi: 4
clkdlybuf4s15: 3
nand4: 2
and3: 1
a222oi: 1
a21oi: 1
buf: 1
Power is estimated from default activity; no workload was simulated.
